==> flow/design.v <==
`timescale 1ns / 1ps
module CU(go, reset, gt, clk, load, loadcnt, en, sel, oe, done);
input go;
input reset;
input gt;
input clk;
output reg load;
output reg loadcnt;
output reg en;
output reg sel;
output reg oe;
output reg done;
reg [2:0] ns;
reg [2:0] cs;
parameter state0 = 3'b000;
parameter state1 = 3'b001;
parameter state2 = 3'b010;
parameter state3 = 3'b011;
parameter state4 = 3'b100;
always@(posedge clk, posedge reset)
begin
    if(reset)
        begin
        cs<=state0;
        end
    else
        begin
        cs<=ns;
        end
end
always@(cs, go)
begin
    case(cs)
        state0: begin
                if(go)
                    begin
                    ns=state1;
                    end
                else
                    begin
                    ns=state0;
                    end
                end
        state1: begin
                    ns=state2;
                end 
        state2:begin
               if(gt)
                    begin
                    ns=state3;
                    end
               else
                    begin
                    ns=state4;
                    end
               end
        state3:begin
               ns=state2;
               end
        state4:begin
               ns=state0;
               end
        default:begin
                ns=state0;
                end
    endcase
end
always@(*)
begin
    case(cs)
        state0: begin
                load=0;
                loadcnt=0;
                en=0;
                sel=0;
                oe=0;
                done=0;
                end
        state1: begin
                load=1;
                loadcnt=1;
                en=0;
                sel=0;
                oe=0;
                done=0;
                end
        state2: begin
                load=0;
                loadcnt=0;
                en=0;
                sel=1;
                oe=0;
                done=0;
                end
        state3: begin
                load=1;
                loadcnt=0;
                en=1;
                sel=1;
                oe=0;
                done=0;
                end
        state4: begin
                load=0;
                loadcnt=0;
                en=0;
                sel=0;
                oe=1;
                done=1;
                end
    endcase
end
endmodule
`timescale 1ns / 1ps
module DP(reset, d, loadcnt, cnten, clk, muxsel, regload, oe, gt, out, error);
input reset;
input [3:0] d;
input loadcnt;
input cnten;
input clk;
input muxsel;
input regload;
input oe;
output gt;
output [21:0] out;
output error;
wire [21:0] muxtoreg;
wire [21:0] multtomux;
wire [3:0] cntout;
wire [21:0] regout;
mux #(22) M1(
    .a(22'b000000000000000000001),
    .b(multtomux),
    .c(muxtoreg),
    .sel(muxsel)
);
cnt C1(
    .cntin(d),
    .cntload(loadcnt),
    .cnten(cnten),
    .clk(clk),
    .cntq(cntout)
);
regi REGFILE(
    .regd(muxtoreg),
    .regload(regload),
    .regout(regout),
    .clk(clk)
);
compare CMP(
    .compin1(cntout),
    .compin2(4'b0001),
    .compout(gt)
);
mult MULT1(
    .x(cntout),
    .y(regout),
    .z(multtomux)
);
buffer BUFF(
    .regin(regout),
    .oe(oe),
    .out(out)
);
error ERROR(
 .load(loadcnt),
 .clk(clk),
 .n(d),
 .error(error)
    );
endmodule
`timescale 1ns / 1ps
module factorial(go, reset, in, clk, done, out,error);
input go;
input [3:0] in;
input reset;
input clk;
output done;
output [21:0] out;
output error;
wire gt;
wire load;
wire loadcnt;
wire en;
wire sel;
wire oe;
CU CONTROL(
    .go(go),
    .reset(reset),
    .gt(gt),
    .clk(clk),
    .load(load),
    .loadcnt(loadcnt),
    .en(en),
    .sel(sel),
    .oe(oe),
    .done(done)
);
DP DATAPATH(
    .reset(reset),
    .d(in),
    .loadcnt(loadcnt),
    .cnten(en),
    .clk(clk),
    .muxsel(sel),
    .regload(load),
    .oe(oe),
    .gt(gt),
    .out(out),
    .error(error)
);
endmodule
`timescale 1ns / 1ps
module buffer(regin, oe, out);
input [21:0] regin;
input oe;
output reg [21:0] out;
always@(*)
if(oe)
    begin
    out=regin;
    end
else
    begin
    out=22'bZ;
    end    
endmodule
module cnt(cntin, cntload, cnten, clk, cntq);
input [3:0] cntin;
input cntload;
input cnten;
input clk;
output reg [3:0] cntq;
always@(posedge clk)
begin
if(cntload)
    begin
    cntq=cntin;
    end
else
    begin
    cntq=cntq;
    end
if(cnten)
    begin
    cntq=cntq-1;
    end
else
    begin
    cntq=cntq;
    end
end
endmodule
`timescale 1ns / 1ps
module compare(compin1, compin2, compout);
input [3:0] compin1;
input [3:0] compin2;
output reg compout;
always@(*)
begin
if(compin1 > compin2)
    begin
    compout=1;
    end
else
    begin
    compout=0;
    end
end
endmodule
`timescale 1ns / 1ps
module error(
input load,
input clk,
input [3:0] n,
output reg error
    );
always@(posedge clk)
begin
if(load)
    begin
    if(n>12)
        begin
        error=1;
        end
    else
        begin
        error=0;
        end
    end
end     
endmodule
module mult(x,y,z);
input [3:0] x;
input [21:0] y;
output reg [21:0] z;
always@(*)
begin
z = x*y;
end
endmodule
module mux #(parameter width=22) (a,b,c,sel);
input [width-1:0] a;
input [width-1:0] b;
output reg [width-1:0] c;
input sel;
always@(*)
begin
if(sel)
    begin
    c=b;
    end
else
    begin
    c=a;
    end
end
endmodule
module regi(regd, regload, regout, clk);
input [21:0] regd;
input regload;
output reg [21:0] regout;
input clk;
always@(posedge clk)
begin
if(regload)
    begin
    regout=regd;
    end
else
    begin
    regout=regout;
    end
end
endmodule
==> flow/run.sh <==
#!/bin/bash
# OpenROAD 26Q1-2900-gdf79404cd8, Yosys 0.63+post, stock flow scripts
make -C /OpenROAD-flow-scripts/flow DESIGN_CONFIG=/design/flow/config.mk WORK_HOME=/design/flow/orfs finish
==> flow/config.mk <==
export PLATFORM = sky130hd
export DESIGN_NAME = factorial
export DESIGN_NICKNAME = factorial
export VERILOG_FILES = /design/flow/design.v
export SDC_FILE = /design/flow/constraint.sdc
export NUM_CORES = 4
export LEC_CHECK = 1
export CORE_UTILIZATION = 50
==> flow/constraint.sdc <==
current_design factorial

set clk_period 10.6
set clk_io_pct 0.2

create_clock -name clk0 -period $clk_period [get_ports {clk}]

set non_clock_inputs [all_inputs -no_clocks]
set_input_delay [expr $clk_period * $clk_io_pct] -clock clk0 $non_clock_inputs
set_output_delay [expr $clk_period * $clk_io_pct] -clock clk0 [all_outputs]
==> run summary <==
Post-CTS Setup Bufs: 0
Post-synth top flop: edfxtp_1
Via count of the routed design: 2848
Fin crit period: 4000 ps
Synth Cell Area: 3850 µm²
Initial antenna violation count: 0
Init Core Util: 52.6%
Diode count: 0
# setup viols final: 0
Critical path type: flop to flop
Crit path DAT: 4140 ps
Post-Route Utilization: 59.3%
H-tree depth: 2
CORE AREA: 7330 µm²
Most frequent cell after synthesis: inv_1
Iteration tally of the first detailed-router pass: 5
Port Buf Inserts: 30
Yosys warns: 9
Chip area: 8060 µm²
Yosys top cell area share: 19.2%
Clk slew on worst S/H paths: 80 ps
Largest area contributor in the synthesized netlist: fa_1
RSZ-0062 raised after global routing: false
Clock root buffer: clkbuf_8
Vias in the first global route: 2811
Clk_skew: 6.24 ps
GRT Residual Overflow: 0
Post-DRT Antenna Nets: 0
Die Wd: 89.8 µm
Latency at later pin: 290 ps
RD Place Congestion: 0.829
Ys cells: 423
Least-Margin Pin Slew: 778 ps
Post-synth ARST share: 13.5%
Final Max-Slew Violation Tally: 0
Clk buf depth: 2
Rel. slew slack: 48.0%
GRT Overall Usage: 22.2%
MaxCap Viol Count: 0
Layout cells sized above 1: 6.18%
Max Freq: 0.250 GHz
LEAKAGE: 2.01 nW
Final Hold Viols: 0
Critical path launch point type: flop
Fillers: 654
Post-synth EDFFs: 23
Count of tool warnings: 26
Peak supply drop: 47.5 µV
Flop2flop setup slack: 6600 ps
Iter 0 DRT Violations: 119
Standard-cell rows: 31
Total CTS buffers: 5
Yosys stat area: 3850 µm²
Synth-to-Final Area Change: 12.8%
Drt drc: 0
Largest net degree at the start of global routing: 23
Vias per cell: 5.16
Outcome: complete, no violations
Crit Path Max Fanout: 21
CTS tree: yes
Avg Cell Area, Syn: 9.11 µm²
Mapped Cells: 423
PostCTS Resize Cnt: 0
Worst hold path type: flop to flop
DP HPWL: 6.06 mm
Most frequent cells after synthesis: 78 x inv_1, 59 x and2_1, 44 x nand2_1
Top cells by area: fa_1 19%, edfxtp_1 18%, and2_1 9.6%, inv_1 7.6%, ha_1 7.5%
Worst EP required: 10740 ps
Endpoints left unconstrained: 29
Flops after synth: 37
TNS Setup: 0 ps
Distinct cells, synth: 58
CP Capture Type: flop
Routed wire length per instance: 14.5 µm
Hold_buf cts: 0
Cycle use final: 37.7%
Wirelength, routed: 7.98 mm
Io pins: 31
Pwr per Cell Area: 54.2 nW/µm²
First-pass GRT wire length: 13.7 mm
Register pins left without a clock: 5
Chip height: 89.8 µm
final timing paths:
path | startpoint | end | cells after the start
min in group asynchronous | reset | CONTROL.cs[3]$_DFF_PP0_ | 2
worst max-delay path | DATAPATH.C1.cntq[3]$_DFF_P_ | DATAPATH.REGFILE.regout[17]$_SDFFCE_PN0P_ | 11
worst min-delay path | CONTROL.cs[1]$_DFF_PP0_ | CONTROL.cs[0]$_DFF_PP1_ | 1
worst min register to register | CONTROL.cs[1]$_DFF_PP0_ | CONTROL.cs[0]$_DFF_PP1_ | 1
worst max register to register | DATAPATH.C1.cntq[3]$_DFF_P_ | DATAPATH.REGFILE.regout[17]$_SDFFCE_PN0P_ | 11
max in group asynchronous | reset | CONTROL.cs[0]$_DFF_PP1_ | 2
where the power goes:
group,leakage [nW],switching (W),internal [W]
Clock,0.0490,0.0000529,0.0000469
Sequential,0.403,0,0.000132
Combinational,1.56,0.000000970,0.00000216
stage by stage:
step | cells | instance area (µm²) | power (W) | setup WS (ps) | hold slack (ps)
6_report | 552 | 4340 | 0.000235 | 6600 | 490
5_1_grt | 552 | 4340 | 0.000244 | 6350 | 520
4_1_cts | 552 | 4340 | 0.000238 | 6550 | 497
3_5_place_dp | 544 | 4250 | 0.000138 | 6570 | 478
3_3_place_gp | 544 | 4250 | 0.000138 | 6610 | 480
2_1_floorplan | 423 | 3850 | 0.000136 | 7140 | 447
worst max-delay path: stages (launching register included):
cell       delay, ps
dfxtp_1          830
nand2_1          180
fa_1             540
fa_1             600
inv_1             60
ha_1             270
a21o_2           130
nand4_2          170
a2111oi_4        480
o21ai_1          140
a21oi_1          230
mux2i_1          210
flip-flops by register name (all words and copies together) (netlist names):
| name | flops |
|---|---|
| DATAPATH.REGFILE.regout | 22 |
| CONTROL.loadcnt | 1 |
| DATAPATH.ERROR.error | 1 |
| CONTROL.cs | 5 |
| CONTROL.load | 1 |
| CONTROL.en | 1 |
| CONTROL.done | 1 |
| CONTROL.sel | 1 |
| DATAPATH.C1.cntq | 4 |
metal layers:
| metal | wire length [µm] | GRT usage [%] | vias up |
|---|---|---|---|
| met5 | 0 | 0 | - |
| met4 | 65 | 1.50 | 0 |
| met3 | 283 | 3.01 | 6 |
| met2 | 3790 | 34.6 | 50 |
| met1 | 3840 | 37.0 | 1373 |
| li1 | - | - | 1419 |
cells in the final DEF (no fill, tap or decap), types with 3 or more instances in the layout:
cell and n:
ha_1 23, dlxtn_1 5, nand4_1 3, nor3_1 10, and2_1 59, nor2b_1 4
clkdlybuf4s50_1 30, o21ai_0 7, mux2i_1 8, nor2_1 15, dfxtp_1 4, a21o_1 8
fa_1 37, nand3_1 3, clkbuf_8 5, xor2_1 6, nand2b_1 5, dfrtp_1 4
nand2_1 44, a21oi_1 11, buf_4 4, xnor2_1 12, and3_1 3, edfxtp_1 23
inv_1 78
cells by family (layout without fill, tap and decap cells):
group | count (synthesis) | in the layout | synth area share [%]
multiplexers | 8 | 8 | 2.08
flip-flops | 32 | 32 | 23.3
AND/OR/NAND/NOR | 155 | 155 | 21.4
XOR/XNOR | 18 | 18 | 4.09
adder cells (fa/ha/maj) | 60 | 60 | 26.7
buffers and inverters | 90 | 120 | 8.96
AND-OR/OR-AND | 55 | 55 | 11.5
latches | 5 | 5 | 1.95
area by class of cell:
type,instances,area (µm²),area share (%)
multi-input combinational,296,2530,58.4
sequential,37,972,22.4
timing repair buffer,34,330,7.60
inverter,78,293,6.74
tap,99,124,2.85
clock buffer,5,68.8,1.58
clock inverter,3,21.3,0.490
No activity file was given, so power comes from the tool's default toggle rates.
