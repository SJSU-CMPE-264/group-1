`./design.v`:
```
`timescale 1ns / 1ps
module clk_gen(input clk100MHz, input rst, output reg clk_sec, output reg clk_5KHz);
integer count, count1;
always@(posedge clk100MHz)
    begin
        if(rst)
        begin
            count = 0;
            count1 = 0;
            clk_sec = 0;
            clk_5KHz =0;
        end
        else
        begin
            if(count == 50000000)  
            begin
            clk_sec = ~clk_sec;
            count = 0;
            end
            if(count1 == 10000)
            begin
            clk_5KHz = ~clk_5KHz;
            count1 = 0;
            end
            count = count + 1;
            count1 = count1 + 1;
        end
    end
endmodule  
module bcd_to_7seg(input [3:0] num, output reg [7:0] out);
always @ (num)
begin
	case (num) 
		4'h0: begin out=8'b10001000; end
		4'h1: begin out=8'b11101101; end
		4'h2: begin out=8'b10100010; end
		4'h3: begin out=8'b10100100; end
		4'h4: begin out=8'b11000101; end
		4'h5: begin out=8'b10010100; end
		4'h6: begin out=8'b10010000; end
		4'h7: begin out=8'b10101101; end
		4'h8: begin out=8'b10000000; end
		4'h9: begin out=8'b10000100; end
		4'hA: begin out=8'b10100000; end
		4'hB: begin out=8'b11010000; end
		4'hC: begin out=8'b11110010; end
		4'hD: begin out=8'b11100000; end
		4'hE: begin out=8'b10010010; end
		4'hF: begin out=8'b10010011; end		
   default: begin out=8'b01111111; end
	endcase
end
endmodule
module LED_MUX (
	input wire clk,
	input wire rst,
	input wire [7:0] LED0,  
	input wire [7:0] LED1,
	input wire [7:0] LED2,
	input wire [7:0] LED3,
	input wire [7:0] LED4,
	input wire [7:0] LED5,
	input wire [7:0] LED6,
	input wire [7:0] LED7,  
	output wire [7:0] LEDSEL,
	output wire [7:0] LEDOUT
	);
reg [2:0] index;
reg [15:0] led_ctrl;
assign {LEDOUT, LEDSEL} = led_ctrl;
always@(posedge clk)
begin
    index <= (rst) ? 3'd0 : (index + 3'd1);
end    
always @(index, LED0, LED1, LED2, LED3, LED4, LED5, LED6, LED7)
begin
	case(index)
	    3'd0: led_ctrl <= {8'b11111110, LED7}; 
	    3'd1: led_ctrl <= {8'b11111101, LED6};
	    3'd2: led_ctrl <= {8'b11111011, LED5};
	    3'd3: led_ctrl <= {8'b11110111, LED4};
	    3'd4: led_ctrl <= {8'b11101111, LED3};
	    3'd5: led_ctrl <= {8'b11011111, LED2};
	    3'd6: led_ctrl <= {8'b10111111, LED1};
	    3'd7: led_ctrl <= {8'b01111111, LED0};
     default: led_ctrl <= {8'b11111111, 8'hFF};
    endcase
end
endmodule
```
`./run.sh`:
```
#!/bin/bash
# OpenROAD 26Q1-2900-gdf79404cd8, Yosys 0.63+post, stock flow scripts
make -C /OpenROAD-flow-scripts/flow DESIGN_CONFIG=/design/flow/config.mk WORK_HOME=/design/flow/orfs finish
```
`./config.mk`:
```
export PLATFORM = sky130hd
export DESIGN_NAME = clk_gen
export DESIGN_NICKNAME = clk_gen
export VERILOG_FILES = /design/flow/design.v
export SDC_FILE = /design/flow/constraint.sdc
export NUM_CORES = 4
export LEC_CHECK = 1
export CORE_UTILIZATION = 40
```
`./constraint.sdc`:
```
current_design clk_gen

set clk_period 5.7
set clk_io_pct 0.2

create_clock -name clk0 -period $clk_period [get_ports {clk100MHz}]

set non_clock_inputs [all_inputs -no_clocks]
set_input_delay [expr $clk_period * $clk_io_pct] -clock clk0 $non_clock_inputs
set_output_delay [expr $clk_period * $clk_io_pct] -clock clk0 [all_outputs]
```
==> flow_summary_export.csv <==
group,metric,value,unit
detailed_routing,drcViolationCount,0,
detailed_routing,vias,2538,
cts,clkSinkCount,66,
sta,setup_viol,0,
layout,logic_area,0.00174,mm^2
layout,areaGrowthSynthToFinish,10.6,%
cts,cts_tree,"done",
global_route,gr-total-overflow,0,
detailed_routing,ant_nets,0,
run,maxCapViolCount,0,
global_route,antenna_found_initial,0,
global_route,grtUsageMet2,0.267,
worst_setup_path,cp_slowest_cell,"clkdlybuf4s50_1",
global_route,met1_usage,0.232,
yosys,synth_top_cell_by_count,"dfxtp_1",
floorplanning,dieArea,0.00821,mm^2
layout,drive_above_1_share,0.0873,
cts,ctsResizeCount,0,
yosys,top_area_cell,"dfxtp_1",
worst_setup_path,crit_fanout,2,
worst_setup_path,worst-path-buf-inv,1,
sta,worst_slew_pin_slew,0.882,ns
power,intPower,730,uW
place,io_buffers,3,
detailed_routing,diodes,0,
floorplanning,die-height,90.6,um
hold_path,min_path_type,"reg -> reg",
power,p_sw,185,uW
floorplanning,core_area,0.00741,mm^2
power,max-vdd-ir-drop,0.000107,V
sta,fin_crit,2.29,ns
detailed_routing,drt_iter0_markers,99,
sta,final.period_utilization,0.402,
global_route,grt_pass1_vias,2310,
cts,clk_latency,0.34,ns
power,pwr-share-seq,0.513,
floorplanning,initCoreUtil,0.424,
layout,seqCellArea,0.00132,mm^2
cts,htreeDepth,3,
detailed_routing,avgViaCountPerCell,5.32,
sta,tns,0,ns
cts,clkTransAtPathRegs,0.07,ns
yosys,syn_inst,371,
worst_setup_path,crit_path_end_kind,"output pin",
yosys,ys_area,0.00314,mm^2
global_route,grt_max_degree,68,
yosys,area_leaders,"dfxtp_1 (42%), nor2_1 (6.5%), xor2_1 (6.4%), nand4_1 (4.4%), xnor2_1 (4.2%)",
sta,fin_skew,0.0114,ns
floorplanning,rows,31,
run,warning_count,25,
floorplanning,io_pins,4,
run_status,status,"completed",
sta,max_freq,436,MHz
yosys,ff_type,"dfxtp_1",
power,power.share.clock,0.468,
yosys,top_cell_area_share,0.421,
cts,cts_hold_buffers,0,
global_route,top_usage_layer,"met2",
yosys,edf_count,0,
yosys,synthArstFlopShare,0,
detailed_routing,wl_per_cell,13.0,um
global_route,grt_use_met3,0.0376,
yosys,ys_cells,371,
cts,cts_root_buf,"clkbuf_8",
yosys,ys.flops,66,
worst_setup_path,crit_family,"buffers and inverters",
power,switching_share,0.202,
yosys,top_cells_by_count,"dfxtp_1 (66), nor2_1 (54), nand2_1 (28)",
yosys,syn_avg_cell_area,8.47,um^2
detailed_routing,drt_first_pass_iters,5,
worst_setup_path,crit_arrival,1.15,ns
worst_setup_path,path_class,"reg -> out",
place,hpwl,4110,um
layout,nFillCells,709,
yosys,yosys_warnings,1,
worst_setup_path,crit_required,4.56,ns
worst_setup_path,crit_chain,"clkdlybuf4s50_1",
cts,cts_buffers,9,
yosys,ys_seq_frac,0.421,
sta,maxSlewViolCount,0,
layout,final_core_util,0.469,
detailed_routing,wirelength,6180,um
global_route,grt_pass1_wl,10700,um
power,power_per_cell_area,263,mW/mm^2
power,leakagePower,0.00115,uW
worst_setup_path,cp-start-kind,"flop",
worst_setup_path,slowest_delay,0.47,ns
cts,post_cts_buffers,0,
sta,hold_viol,0,
yosys,synth_cell_types,37,
yosys,syn_area,0.00314,mm^2
sta,rsz0062_at_grt,"false",
global_route,grt.total_usage,0.162,
cts,cts.path.max_buffers,2,
power,p_comb_frac,0.019,
place,place_congestion,0.819,
sta,maxSlewHeadroom,0.407,
floorplanning,die_w,90.6,um
-- worst paths after layout --
check / start / to / slack, ns / cells after the start
hold reg to reg: count1[0]$_SDFF_PP0_ / count1[0]$_SDFF_PP0_ / 0.48 / 1
hold / removal: count1[0]$_SDFF_PP0_ / count1[0]$_SDFF_PP0_ / 0.48 / 1
setup reg to reg: count[19]$_SDFF_PP0_ / count[15]$_SDFF_PP0_ / 3.48 / 5
setup / recovery: clk_sec$_SDFFE_PP0P_ / clk_sec / 3.41 / 1
-- power by group through the flow --
stage | logic, uW | clock network (uW) | registers (uW)
6_report | 17.6 | 429 | 469
4_1_cts | 18.0 | 442 | 469
5_1_grt | 19.8 | 460 | 469
-- cell usage in the layout (no fill, tap or decap), types with 6 or more instances in the layout --
cell / count
nand4_1: 22
a21oi_1: 14
o21ai_0: 17
nand3_1: 19
xor2_1: 23
nand2_1: 28
nor2b_1: 10
nor4_1: 16
xnor2_1: 15
inv_1: 8
nor2_1: 54
or3_1: 14
and3_1: 7
mux2_2: 6
clkbuf_8: 14
dfxtp_1: 66
nor3_1: 9
-- state kept, by name (all words and copies together), names as in the netlist --
| register | count |
|---|---|
| count | 32 |
| clk_sec | 1 |
| count1 | 32 |
| clk_5KHz | 1 |
-- cell families (layout without fill, tap and decap cells) --
logic type               Yosys count  after routing  synth area share
buffers and inverters             20             27            0.0243
AND/OR/NAND/NOR                  203            203             0.356
flip-flops                        66             66             0.421
adder cells (fa/ha/maj)            2              2           0.00796
AND-OR/OR-AND                     35             35            0.0593
multiplexers                       7              7            0.0263
XOR/XNOR                          38             38             0.106
-- metrics by stage --
stage	hold WS (ns)	cells	area (um^2)	worst slack, ns	power [uW]
after CTS	0.484	477	3470	3.39	929
after global placement	0.458	462	3250	3.30	497
after floorplan	0.436	371	3140	3.54	494
final	0.475	477	3470	3.41	915
after global routing	0.501	477	3470	3.32	949
after detailed placement	0.469	462	3250	3.29	497
-- layer usage --
metal  part of all wire  vias to the layer above
li1                   -                     1336
met2               0.47                       28
met4             0.0071                        0
met3              0.032                        4
met1               0.49                     1170
met5                  0                        -
-- final cells by class --
cell class	instances	share of cell area
Clock buffer	14	0.0555
Clock inverter	1	0.00864
Inverter	8	0.00864
Multi-Input combinational cell	285	0.502
Sequential cell	66	0.380
Tap cell	99	0.0357
Timing Repair Buffer	4	0.00936
Power is estimated from default activity; no workload was simulated.
