File: design/flow/run.sh
#!/bin/bash
# OpenROAD 26Q1-2900-gdf79404cd8, Yosys 0.63+post, stock flow scripts
make -C /OpenROAD-flow-scripts/flow DESIGN_CONFIG=/design/flow/config.mk WORK_HOME=/design/flow/orfs finish
File: design/flow/config.mk
export PLATFORM = sky130hd
export DESIGN_NAME = fpmregres
export DESIGN_NICKNAME = fpmregres
export VERILOG_FILES = /design/flow/design.v
export SDC_FILE = /design/flow/constraint.sdc
export NUM_CORES = 4
export LEC_CHECK = 1
export CORE_UTILIZATION = 30
File: design/flow/constraint.sdc
current_design fpmregres

set clk_period 1.5
set clk_io_pct 0.2

create_clock -name clk0 -period $clk_period [get_ports {clk}]

set non_clock_inputs [all_inputs -no_clocks]
set_input_delay [expr $clk_period * $clk_io_pct] -clock clk0 $non_clock_inputs
set_output_delay [expr $clk_period * $clk_io_pct] -clock clk0 [all_outputs]
File: design/flow/design.v
`timescale 1ns / 1ps
module fpmreg(
input [31:0] in,
input reset, en, clk,
output reg [31:0] out
    );
always @ (posedge clk, posedge reset)
    begin
        if (reset)
            begin
                out = 32'b0;
            end
        else
            begin
                out = (en) ? in : out;
            end     
    end    
endmodule
module fpmreg1(
input in,
input reset, en, clk,
output reg out
    );
always @ (posedge clk, posedge reset)
    begin
        if (reset)
            begin
                out = 0;
            end
        else
            begin
                out = (en) ? in : out;
            end     
    end    
endmodule
module fpmregres(
input [37:0] in,
input reset, en, clk,
output reg [37:0] out
    );
always @ (posedge clk, posedge reset)
    begin
        if (reset)
            begin
                out = 38'b0;
            end
        else
            begin
                out = (en) ? in : out;
            end     
    end    
endmodule
==> flow_summary.toml <==
# synthesis and place-and-route metrics
[finish]
fill_cells = 410
layout.area.comb_um2 = 503
synthToLayoutAreaGrowth_pct = 64.3
drive_gt1_frac = 0.289
seq_area_um2 = 951
largest_reg_flops = 38
final_cells = 233

[floorplanning]
die_y_um = 72.6
chip_area_um2 = 5270
core_um2 = 4750
initCoreUtil = 0.315
num_rows = 25
die_w_um = 72.6
boundaryPins = 79

[setup_path]
crit_path_top_delay_cell = "clkdlybuf4s50_1"
r2r_cells = 1
critical-path-top-delay-family = "buffers and inverters"
max_stage_delay_ns = 0.49
crit_type = "flop to output pin"
cp.arrival_ns = 1.12
cp_num_cells = 1
worst-path-buf-inv = 1
worst_setup_path_start_kind = "flop"
cp.required_ns = 1.20
worstPathCellList = "clkdlybuf4s50_1"
cp_max_fo = 2
critPathCaptureType = "output pin"

[place]
pre_cts_slack_ns = 0.341
gp_congestion = 0.715
hpwl_um = 2030
numPortBuffers = 78
dpl.cell_count = 225

[cts]
post_cts_buffers = 0
clock-root-buffer = "clkbuf_8"
clk-insertion-delay-late_ns = 0.27
clk_pin_slew_ns = 0.07
cts_tree = "built"
numCtsBuffers = 5
clockBufferDepth = 2
clock_sinks = 38
htree_levels = 2
cts_hold_buf = 0
postCtsResizedCells = 0

[logic_synthesis]
avgSynthCellArea_um2 = 18.5
syn_inst = 81
yosys_area_um2 = 1500
yosys-stat-cells = 81
netlist.area_leader.share = 0.635
synth_area_um2 = 1500
ys_ff = 38
yosys_warnings = 1
yosysSeqAreaShare = 0.635
largest_area_cell = "dfrtp_1"
topCellsByArea = "dfrtp_1 64%, mux2_4 20%, mux2_2 14%, buf_6 2.3%, buf_2 0.33%"
synth.distinct_cells = 6

[power_and_ir_drop]
cellLeakagePower_nw = 1.06
powerDensity_nw_per_um2 = 1010
power.switching_mw = 0.466
pwr-share-clk = 0.331
p_int_mw = 2.00
combPwrFrac = 0.191
power_switching_share = 0.189
power_mw = 2.47
pwr-share-seq = 0.478
vdd_ir_drop_max_uv = 819

[global_route]
grt_use_met1 = 0.178
grt_pass1_vias = 942
grt_pass1_wl_um = 4540
grt.busiest_layer = "met1"
grt_max_degree = 39
met2_usage = 0.169
met3_usage = 0.0294
grt_usage = 0.114
overflow = 0
antenna_found_initial = 0

[final_timing]
tns_ns = 0
rsz0062_at_grt = "no"
final-setup-viol-count = 0
worstMarginPinSlew_ns = 0.266
timing.final.crit_share = 0.946
post-route-min-period_ns = 1.42
fin_skew_ns = 0
timing.hold.ws_ns = 0.355
max_freq_mhz = 705
finalHoldViolations = 0
slew_headroom = 0.823
maxSlewViolCount = 0
setup_ws_ns = 0.0814

[job]
warnings = 25
drv_cap = 0

[drt]
first_pass_iters = 3
wl_um = 2870
via_per_inst = 4.10
antenna_left = 0
wire_per_inst_um = 12.3
dr_total_vias = 956
remaining_drc_errors = 0
antenna-diode-count = 0
first_iter_violations = 21

[status]
status = "finished, final reports clean"

[min_path]
worstHoldPathType = "primary input to async pin"
## stage by stage
step	utilization	instance area [µm²]
2_1_floorplan	-	1500
3_3_place_gp	0.495	2350
3_5_place_dp	0.495	2350
4_1_cts	0.517	2460
5_1_grt	0.517	2460
6_report	0.517	2460
## path summary, 6_finish.rpt
| kind | startpoint | endpoint | slack (ns) |
|---|---|---|---|
| worst max-delay path | out[18] | out[18] | 0.08 |
| worst min-delay path | reset | out[25] | 0.35 |
| worst max register to register | out[36] | out[36] | 0.73 |
| worst min register to register | out[1] | out[1] | 0.51 |
| max in group asynchronous | reset | out[1] | 0.91 |
| min in group clk0 | out[1] | out[1] | 0.51 |
## metal layers
layer / part of all wire / vias to the layer above
met1: 0.45 / 458
met3: 0.079 / 4
met2: 0.46 / 45
met5: 0 / -
li1: - / 449
met4: 0.015 / 0
## power groups by stage
stage / sequential [mW] / clock (mW) / combinational (mW)
6_report: 1.18 / 0.818 / 0.472
5_1_grt: 1.19 / 0.898 / 0.511
4_1_cts: 1.18 / 0.853 / 0.480
## logic make-up (layout without fill, tap and decap cells)
family / after synthesis / count (layout) / synth area share
flip-flops: 38 / 38 / 0.635
buffers and inverters: 5 / 90 / 0.0284
multiplexers: 38 / 38 / 0.336
## worst min-delay path: cells and delay by family
kind	cells	cell delay, ns
buffers and inverters	3	0.70
## layout by cell type, fill, tap and decap left out
cell type	instances
dfrtp_1	38
clkdlybuf4s50_1	77
mux2_4	20
bufinv_16	1
clkbuf_8	5
clkbuf_1	2
inv_1	1
mux2_2	18
buf_12	1
buf_2	1
buf_4	2
## area by class of cell
class / instances / area share
clock buffers: 7 / 0.0310
clock inverters: 1 / 0.0122
inverters: 1 / 0.00153
multi-input cells: 38 / 0.205
flip-flops and latches: 38 / 0.387
well taps: 67 / 0.0341
repair buffers: 81 / 0.330
## synthesized netlist by cell type, drive strengths merged
master and n:
buf 4, dfrtp 38, inv 1, mux2 38
Power is estimated from default activity; no workload was simulated.
